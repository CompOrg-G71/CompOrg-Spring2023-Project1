## flow/run.sh

```bash
#!/bin/bash
# OpenROAD 26Q1-2900-gdf79404cd8, Yosys 0.63+post, stock flow scripts
make -C /OpenROAD-flow-scripts/flow DESIGN_CONFIG=/design/flow/config.mk WORK_HOME=/design/flow/orfs finish
```

## flow/constraint.sdc

```tcl
current_design part3_ALU

set clk_period 8.3
set clk_io_pct 0.2

create_clock -name clk0 -period $clk_period [get_ports {clk}]

set non_clock_inputs [all_inputs -no_clocks]
set_input_delay [expr $clk_period * $clk_io_pct] -clock clk0 $non_clock_inputs
set_output_delay [expr $clk_period * $clk_io_pct] -clock clk0 [all_outputs]
```

## flow/design.v

```verilog
module part3_ALU (input clk, input [7:0] A, input [7:0] B, input [3:0] FunSel, output reg [7:0] OutALU, output reg [3:0] Flags);
    reg [7:0] B_neg;
    reg cout;
    always @(posedge clk) begin
        B_neg = (~B) + 8'b00000001;  
        cout = Flags[2];
        if(FunSel == 4'b0000)
            OutALU = A;
        else if(FunSel == 4'b0001)
            OutALU = B;
        else if(FunSel == 4'b0010)
            OutALU = ~A;
        else if(FunSel == 4'b0011)
            OutALU = ~B;
        else if(FunSel == 4'b0100) begin  
            {cout, OutALU} = {1'b0, A} + {1'b0, B};
            if(cout == 1) Flags[0] = 1;
            else Flags[0] = 0;
        end
        else if(FunSel == 4'b0101)begin
            {cout, OutALU} = {1'b0, A} + {1'b0, B_neg};  
            if(cout !== OutALU[7]) Flags[0] = 1;  
            else Flags[0] = 0;
        end
        else if(FunSel == 4'b0110)
            begin
                if(A > B) OutALU = A;
                else OutALU = 0;
            end
        else if(FunSel == 4'b0111)
            OutALU = A & B;
        else if(FunSel == 4'b1000)
            OutALU = A | B;
        else if(FunSel == 4'b1001)
            OutALU = ~(A & B);
        else if(FunSel == 4'b1010)
            OutALU = (~A & B) | (A & ~B);
        else if(FunSel == 4'b1011) begin  
            cout = A[7];
            OutALU = A << 1;
        end
        else if (FunSel == 4'b1100) begin  
            cout = A[0];
            OutALU = A >> 1;
        end
        else if (FunSel == 4'b1101)  
            OutALU = A << 1;
        else if (FunSel == 4'b1110)
            OutALU = {A[7], A[7:1]}; 
        else if (FunSel == 4'b1111) begin  
            cout = A[0];
            OutALU = {Flags[2], A[7:1]};
        end
        if (OutALU == 8'b00000000) Flags[3] = 1;  
        else Flags[3] = 0;
        Flags[2] = cout;  
        if (OutALU[7] == 1) Flags[1] = 1;  
        else Flags[1] = 0;
    end
endmodule
```

## flow/config.mk

```make
export PLATFORM = sky130hd
export DESIGN_NAME = part3_ALU
export DESIGN_NICKNAME = part3_ALU
export VERILOG_FILES = /design/flow/design.v
export SDC_FILE = /design/flow/constraint.sdc
export NUM_CORES = 4
export LEC_CHECK = 1
export CORE_UTILIZATION = 40
export SYNTH_HDL_FRONTEND = slang
```

==> reports/notes.md <==
The run gives 0.0870 as the post-synthesis sequential area ratio. The switching power as a share of total power was 0.425. Fraction of met2 tracks used by global routing: 0.401. The reg-to-reg critical path startpoint was OutALU[3]$_DFF_P_.

The run gives 0.501 for the relative slew slack. The first global-routing pass estimated 15100 um of wire. The leakage component of the power was reported as 0.00127 uW.

The OpenROAD warning count is 41, and the combined area of all synthesized cells is 2760 sq um. RePlAce ended its routability-driven mode at a weighted congestion of 0.978. The largest fanout on the critical path came out at 7.

The vertical extent of the die works out to 85.1 um. The tools report the clock network power share as 0.176. The run gives 9410 um as the total detailed-routing wirelength. TritonCTS built the clock tree. The top-level I/O count was 33; the share of flip-flops with an asynchronous set or reset was 0. The run gives 0 for the total congestion overflow after global routing.

For this design the total switching power over the nets is 140 uW. With the total clock sinks at 11, the via count of the first global-routing pass is 2773. The tools report the initial antenna violation count as 0.

The run gives 6.50 ns as the internal reg-to-reg setup slack. After filler insertion, the fill cell instance count of the layout stands at 669. The signal arrival time at the worst endpoint is 4.93 ns. Hold analysis lists the worst path endpoint as OutALU[0]$_DFF_P_.

With the Yosys chip area at 2760 sq um, the slew of the pin with the lowest slew margin is 0.743 ns. Library cell with the largest summed area after synthesis: ha_1. The met1 layer usage reported by global route is 0.440, and the buffer depth of the longest clock path is 2.

In this run the most used layer during global routing was met1. Counting instances in the post-synthesis netlist gives the leading cell types as 32 x a21oi_1, 32 x ha_1, 31 x inv_1, 31 x nor2_1, 30 x nand2_1. The number of detailed-routing iterations run before antenna repair was 6; the required time of the critical path was 8.48 ns. For the number of buffers added to fix hold violations after cts, the log shows 0.

Synthesis inferred 11 register bits. After routing, the total negative slack on setup checks comes to 0 ns. The count of pins over their slew limit came out at 0. Internal power comes to 189 uW. The count of buffers added on input and output ports is 32.

The run gives 0.0480 for the share of cell area taken by muxes after synthesis. The run finished with clean final reports. The run gives 0.0346 for the met3 global-route usage.

Level count of the clock H-tree: 1. Number of cells upsized or downsized after cts: 0. Looking at the setup timing report, the critical path kind is primary input to flip-flop.

The post-synthesis adder-cell area fraction was 0.159. The final timing report counts setup violations totalling 0. The run gives 0.212 as the fraction of power consumed by sequential logic.

The prevailing post-synth register cell is dfxtp_1. The final critical-path share of the clock period was 0.572. The xor and xnor fraction of the mapped netlist area works out to 0.0666. The tools report the clock root buffer as clkbuf_8. Chip area: 7240 sq um. The area fraction in compound gates after synthesis is 0.337, and the number of endpoints with negative hold slack in the final report is 0. For this run, the number of Yosys warnings is 0. Element type at the critical path end: a flip-flop. The first-iteration detailed-routing DRC count is 400, and the power per cell area is 105 nW/um^2.

In the routed layout, each cell is associated on average with a via count of 6.27. Between clock sinks in the finished design, the worst skew comes to 0.00356 ns. The run gives 0 as the number of antenna diodes.

Ranked by total cell area, the synthesized netlist is headed by ha_1 14%, dfxtp_1 6.5%, a21oi_1 5.8%, xnor2_1 5.4%, inv_1 4.2%. With the total global-route track usage at 0.273, the reported max-cap violation count is 0. The DRC violation count after routing was 0. The run gives 0.24 ns as the clock latency on the worst-skew pair. The routed design could run at a clock period as short as 4.75 ns. The share of layout cells above drive strength 1 is 0.0542, and the path depth of the worst reg2reg path is 7. The tools report the maximum clock frequency as 211 MHz. With the post-detailed-route count of antenna-violating nets at 0, the pin count of the biggest net entering global routing is 52.

With the total half-perimeter wirelength after legalization and detailed placement at 7210 um, the floorplan utilization is 0.425. The share of power burned in combinational logic was 0.613. Cell total after placement: 479. The endpoint identified for the worst register-to-register timing path is Flags[3]$_DFF_P_.

The final report lists a non-filler cell total of 483. Worst-case vdd ir drop: 0.0000364 V. The floorplan step defined a core boundary enclosing 6490 sq um.

The start point of the worst min-delay path is OutALU[0]$_DFF_P_. The gate count after technology mapping is 390. The run gives 2 for the count of flip-flops with a built-in enable after synthesis. The type of element launching the critical path is a primary input. Per the run report, area growth between synthesis and finish was 13.5%. After synthesis, the design contains 390 cells according to Yosys.

Measured along the x axis, the die boundary spans 85.1 um. The path class of the tightest hold or removal check is flip-flop to flip-flop. The average wire per standard cell was 19.5 um; the fraction of the mapped netlist area in simple logic gates was 0.221.

The clock-pin slew on the worst setup and hold paths is 0.06 ns. The initialized floorplan defines 29 standard-cell rows. Setup repair after global routing left no endpoint under its margin. The run gives 3.31 ns for the worst setup timing slack at the placement stage. Each instance of the synthesized netlist takes up on average 7.08 sq um. Per the repair_timing log after CTS, setup buffers inserted total 0. The worst hold path passes through 3 cells. Proportion of netlist area held by the largest area contributor: 0.145. Setup slack on the critical path of the routed design comes to 3.55 ns.

TritonCTS created 3 clock buffers. With the number of distinct library cell variants in the gate-level netlist after synthesis at 58, the via count is 3026. Of the combinational cells, the family taking the most area is AND-OR/OR-AND gates.
-- area by class of cell --
| cell class | instances | area [sq um] | share of cell area |
|---|---|---|---|
| multi-input combinational | 324 | 2300 | 0.733 |
| clock buffer | 4 | 45.0 | 0.0144 |
| sequential | 11 | 240 | 0.0766 |
| inverter | 31 | 116 | 0.0371 |
| tap | 77 | 96.3 | 0.0307 |
| timing repair buffer | 36 | 340 | 0.109 |
-- worst max-delay path by stage --
| stage | startpoint | end | slack, ns | depth (start not counted) |
|---|---|---|---|---|
| 6_report | B[0] | Flags[3]$_DFF_P_ | 3.55 | 12 |
| 5_1_grt | B[0] | Flags[3]$_DFF_P_ | 3.37 | 13 |
| 4_1_cts | B[0] | Flags[3]$_DFF_P_ | 3.56 | 13 |
-- worst max-delay path, stage by stage --
cell and delay (ns):
clkdlybuf4s50_1 0.64, inv_1 0.14, ha_1 0.35, ha_1 0.30
a211oi_1 0.31, o21bai_1 0.13, a21oi_1 0.25, a21oi_1 0.12
xor2_1 0.18, a221o_1 0.33, a221o_1 0.36, nor3_2 0.15
-- metal layers --
metal | vias up | share of wire
met5 | - | 0
met3 | 14 | 0.081
met1 | 1371 | 0.48
li1 | 1487 | -
met4 | 0 | 0.014
met2 | 154 | 0.43
-- sequential cells by signal, indices dropped and copies added, names as in the netlist --
register and flops:
Flags 4, OutALU 7
-- power groups by stage --
stage / Clock (uW) / Combinational, uW / Sequential [uW]
4_1_cts: 59.4 / 199 / 69.8
5_1_grt: 61.7 / 222 / 70.7
6_report: 57.8 / 202 / 69.6
-- stage by stage --
step | total power [uW] | hold slack, ns | cell area [sq um] | utilization
3_5_place_dp | 269 | 0.740 | 3090 | 0.476
2_1_floorplan | 200 | 0.667 | 2760 | -
4_1_cts | 328 | 0.758 | 3140 | 0.483
5_1_grt | 354 | 0.825 | 3140 | 0.483
3_3_place_gp | 272 | 0.757 | 3090 | 0.476
6_report | 329 | 0.754 | 3140 | 0.483
-- placed cells by master (no fill, tap or decap), drive strengths merged, types with 10 or more instances in the layout --
cell	n
mux2i	11
inv	31
clkdlybuf4s50	30
nor2	31
xnor2	17
nand3	15
ha	32
o21ai	24
nand2	30
a21oi	32
nor2b	10
-- logic make-up after synthesis --
kind of cell               Yosys count
adders and majority gates           34
and+or+nand+nor                    119
DFF                                 11
muxes                               13
xor gates and xnor gates            21
AOI/OAI and AO/OA                  137
buffers and inverters               55
Power and IR drop assume default switching activity.
