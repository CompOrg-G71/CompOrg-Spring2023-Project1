===== design/flow/design.v =====
module part2c_ARF(
    input clk,
    input [7:0] I,
    input [1:0] OutASel,
    input [1:0] OutBSel,
    input [1:0] FunSel,
    input [3:0] RSel,
    output reg [7:0] OutA,
    output reg [7:0] OutB
);
reg [7:0] PC;
reg [7:0] AR;
reg [7:0] SP;
reg [7:0] PCPast;
always @ (posedge clk) begin
    if(FunSel == 2'b00)
    begin
        if(RSel[3] == 1) 
            PC = 8'b00000000;
        if(RSel[2] == 1) 
            AR = 8'b00000000;
        if(RSel[1] == 1) 
            SP = 8'b00000000;
        if(RSel[0] == 1) 
            PCPast = 8'b00000000;
    end
    else if(FunSel == 2'b01)
    begin
        if(RSel[3] == 1) 
            PC = I;
        if(RSel[2] == 1) 
            AR = I;
        if(RSel[1] == 1) 
            SP = I;
        if(RSel[0] == 1)
            PCPast = I;
    end
    else if(FunSel == 2'b10)
    begin
        if(RSel[3] == 1) 
            PC = PC + 1;
        if(RSel[2] == 1) 
            AR = AR + 1;
        if(RSel[1] == 1) 
            SP = SP + 1;
        if(RSel[0] == 1)
            PCPast = PCPast + 1;
    end
    else if(FunSel == 2'b11)
    begin
        if(RSel[3] == 1) 
            PC = PC - 1;
        if(RSel[2] == 1) 
            AR = AR - 1;
        if(RSel[1] == 1) 
            SP = SP - 1;
        if(RSel[0] == 1)
            PCPast = PCPast - 1;
    end
    if(OutASel == 2'b00) OutA = AR;
    else if(OutASel == 2'b01) OutA = SP;
    else if(OutASel == 2'b10) OutA = PCPast;
    else if(OutASel == 2'b11) OutA = PC;
    if(OutBSel == 2'b00) OutB = AR;
    else if(OutBSel == 2'b01) OutB = SP;
    else if(OutBSel == 2'b10) OutB = PCPast;
    else if(OutBSel == 2'b11) OutB = PC;
end
endmodule

===== design/flow/run.sh =====
#!/bin/bash
# OpenROAD 26Q1-2900-gdf79404cd8, Yosys 0.63+post, stock flow scripts
make -C /OpenROAD-flow-scripts/flow DESIGN_CONFIG=/design/flow/config.mk WORK_HOME=/design/flow/orfs finish

===== design/flow/config.mk =====
export PLATFORM = sky130hd
export DESIGN_NAME = part2c_ARF
export DESIGN_NICKNAME = part2c_ARF
export VERILOG_FILES = /design/flow/design.v
export SDC_FILE = /design/flow/constraint.sdc
export NUM_CORES = 4
export LEC_CHECK = 1
export CORE_UTILIZATION = 50
export SYNTH_HDL_FRONTEND = slang

===== design/flow/constraint.sdc =====
current_design part2c_ARF

set clk_period 5.1
set clk_io_pct 0.2

create_clock -name clk0 -period $clk_period [get_ports {clk}]

set non_clock_inputs [all_inputs -no_clocks]
set_input_delay [expr $clk_period * $clk_io_pct] -clock clk0 $non_clock_inputs
set_output_delay [expr $clk_period * $clk_io_pct] -clock clk0 [all_outputs]

==> run notes <==
Implementation status.

- The fmax is 0.2794 GHz.
- Once detailed placement completed, the half-perimeter wirelength came to 6277 um.
- The share of the synthesized area in the top cell type is 0.1861.
- The region available for standard cell placement spans 0.006495 mm2.
- Between clock sinks in the finished design, the worst skew comes to 0.01144 ns.
- The number of global-route vias before repair is 2627.
- The aggregate global-route resource usage is 0.2559.
- Detailed-route iteration 0 reported a violation count of 188.
- The cell taking the most area after synthesis is dfxtp_1.
- Per the detail_route report, vias per standard cell equal 6.098.
- The average cell area after synthesis is 8.871 um2.
- The nature of the critical path endpoint is a register.
- The CTS report gives the tree buffer count as 5.
- STA puts the critical path data arrival time at 3.64 ns.
- In the routed design, unresolved DRC markers number 0.
- Per the layout area report, the combinational gate area comes to 0.002095 mm2.
- The count of flip-flops with a built-in enable after synthesis is 16.
- The headroom to the max-slew limit is 0.5408.
- Per the synthesis report, the number of distinct cell types is 60.
- The script logs the mean routed wire length per placed instance as 16.78 um.
- The tally of max-capacitance violations is 0.
- The ratio of cells with drive above 1 in the final layout is 0.07329.
- The chip area in the Yosys report is 0.003442 mm2.
- Listed in order, past its start point the critical path passes clkdlybuf4s50_1, clkinv_1, or4b_4, nand2_1, xnor2_1, a21oi_2, mux4_1.
- The logs give a warning total of 31.
- The total congestion overflow after global routing is 0.
- After floorplanning, the die was sized to cover 0.007220 mm2.
- The critical path startpoint category is an input port.
- For this design the static power due to leakage is 1.513 nW.
- The synthesis report lists the most area-consuming cells as dfxtp_1 19%, edfxtp_1 14%, a21oi_1 6.5%.
- The horizontal die size is 84.97 um.
- The tally of filler cells in the layout is 562.
- The power density relative to cell area is 303.7 mW/mm2.
- The CTS tree is built.
- The overall routed net length is 8389 um.
- The count of nets left with antenna violations once routing finished came out at 0.
- During synthesis, Yosys emitted a total of 0 warnings.
- The delay of the slowest cell on the worst path is 0.76 ns.
- The number of cell rows is 29.
- Setup repair after global routing left no endpoint under its margin.
- The finished layout holds 500 standard cells, fillers aside.
- The die height is 84.97 um.
- The share of synthesized registers carrying an async set or reset is 0.
- The number of H-tree levels is 2.
- The clock slew seen by the registers of the worst setup and hold paths is 0.10 ns.
- Entering global routing, the biggest net connects 47 pins.
- Synthesis inferred 48 register bits.
- The setup path with the least slack is of type in -> reg.
- The cell family with the largest share of critical-path delay is buffers and inverters.
- The post-synthesis instance total is 388.
- The routed layout has 3049 vias.
- The post-cts sizing count is 0.
- 35 I/O pins were placed.
- The most instantiated flip-flop cell in the synthesis netlist is dfxtp_1.
- The number of antenna diodes in the final layout is 0.
- For this run, the final setup violation count is recorded as 0.
- The initial core utilization is 0.5300.
- The later pin in the worst-skew pair is clocked with a latency of 0.31 ns.
- The longest clock path from root to sink contains 2 buffers.
- Yosys reports that the most numerous cell types are 45 x a21oi_1, 37 x nand2_1, 32 x dfxtp_1.
- Per the placement log, port buffering inserted 34 buffers.
- The highest supply drop recorded on VDD is 0.1784 mV.
- The post-synthesis instance area is 0.003442 mm2.
- The cell count listed in synth_stat.txt is 388.
- Post-CTS timing repair inserted 0 buffers for setup.
- The data required time at the worst endpoint is 5.16 ns.
- Looking at the critical path, the highest net fanout was 15.
- CTS saw 48 sinks.
- The placement summary gives the final routability congestion estimate as 0.8665.
- The cts-stage hold buffer count is 0.
- Of the available clock period, the critical path in the final layout requires 0.7017.
- The worst path in the final design needs a cycle of 3.579 ns, including I/O delays and setup.
- Hold timing on the final database bottoms out at a slack of 0.5812 ns.
- Logged for this run, the post-placement worst setup slack is 1.186 ns.
- The post-synthesis to final-layout area growth is 11.92%.
- Summed over all failing endpoints, the final setup total negative slack is 0 ns.
- The number of endpoints with negative hold slack in the final report is 0.
- For this run, the register share of the synthesized area comes to 0.3257.
- At the pin with the least slew margin, the transition time is 0.6825 ns.
- The initial antenna violation count is 0.
- The final worst-path setup slack is 1.521 ns.
- Including well taps, the total number of placed cells is 492.
- The area taken by flip-flops and latches is 0.001121 mm2.
- The max-slew violation count is 0.
- Per the STA report, the cell with the highest stage delay on the worst path is clkdlybuf4s50_1.
- The cell sitting at the root of the clock tree is a clkbuf_8.
- The wire length of the first global-routing pass is 13790 um.
- The number of buffers and inverters on the critical path is 2.
- The tightest min-delay check is of the reg -> reg type.
- The run finished with clean final reports.
- By instance count, the leading cell after synthesis is a21oi_1.
- The iteration count recorded for the first detailed-route pass is 15.
[cell type report]
| class | instances | share of cell area |
|---|---|---|
| clock inverters | 3 | 0.01104 |
| multi-input cells | 310 | 0.5437 |
| inverters | 21 | 0.02046 |
| repair buffers | 36 | 0.09094 |
| flip-flops and latches | 48 | 0.2910 |
| clock buffers | 5 | 0.01786 |
| well taps | 77 | 0.02501 |
[per-layer routing]
layer / track usage / wire length, um / vias to the layer above
met5: 0 / 0 / -
met4: 0.03698 / 146 / 0
met3: 0.04442 / 507 / 15
met2: 0.3922 / 3836 / 97
met1: 0.4067 / 3899 / 1441
li1: - / - / 1496
[state kept, by name (all words and copies together), names as in the netlist]
| signal | flops |
|---|---|
| AR | 8 |
| OutA | 8 |
| OutB | 8 |
| PCPast | 8 |
| PC | 8 |
| SP | 8 |
[worst paths after layout]
check	end	start	depth (start not counted)	slack [ns]
min	AR[1]	AR[1]	2	0.58
min reg2reg	AR[1]	AR[1]	2	0.58
max	OutB[5]	RSel[2]	7	1.52
max reg2reg	OutB[6]	PCPast[0]	8	2.57
[tightest hold or removal path: stages (launching register included)]
cell and delay (ns):
dfxtp_1 0.36, nor2_1 0.11, a21oi_1 0.06
[power breakdown]
part / internal [W] / leakage [nW] / switching (W)
Sequential: 0.000463 / 0.427 / 0.0000740
Combinational: 0.000174 / 1.03 / 0.000177
Clock: 0.000145 / 0.0541 / 0.000136
[cell usage in the layout (no fill, tap or decap), drive strengths merged, types with 3 or more instances in the layout]
| cell type | Yosys | routed |
|---|---|---|
| buf | 6 | 3 |
| a31oi | 6 | 6 |
| nand2b | 7 | 7 |
| nand2 | 37 | 37 |
| nand4b | 3 | 3 |
| or2 | 3 | 3 |
| nor2 | 28 | 28 |
| or4b | 4 | 4 |
| ha | 12 | 12 |
| and3 | 7 | 7 |
| edfxtp | 16 | 16 |
| or3 | 6 | 6 |
| nor4 | 8 | 8 |
| xor2 | 12 | 12 |
| o211ai | 7 | 7 |
| a21oi | 46 | 46 |
| conb | 1 | 16 |
| clkinv | 3 | 4 |
| nor3 | 10 | 10 |
| clkdlybuf4s50 | 0 | 33 |
| inv | 18 | 18 |
| xnor2 | 5 | 5 |
| clkbuf | 18 | 5 |
| mux2i | 9 | 9 |
| o22ai | 4 | 4 |
| mux4 | 10 | 10 |
| nand4 | 5 | 5 |
| nand3 | 12 | 12 |
| dfxtp | 32 | 32 |
| a211oi | 9 | 9 |
| o21ai | 13 | 13 |
[cells by family after synthesis]
| logic type | after synthesis | synth area share |
|---|---|---|
| AND-OR/OR-AND | 102 | 0.1876 |
| XOR/XNOR | 17 | 0.04326 |
| adder cells (fa/ha/maj) | 12 | 0.04362 |
| buffers and inverters | 45 | 0.08215 |
| flip-flops | 48 | 0.3257 |
| multiplexers | 19 | 0.09378 |
| other | 1 | 0.001089 |
| AND/OR/NAND/NOR | 144 | 0.2228 |
[through the flow]
stage | instance area (um2) | util | total power [W]
floorplan | 3498 | - | 0.0007807
global placement | 3741 | 0.5760 | 0.0008921
detailed placement | 3741 | 0.5760 | 0.0008937
CTS | 3852 | 0.5931 | 0.001176
global route | 3852 | 0.5931 | 0.001253
finish | 3852 | 0.5931 | 0.001170
Power is estimated from default activity; no workload was simulated.
