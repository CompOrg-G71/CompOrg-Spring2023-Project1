--- ./design.v ---
module part2b (
    input clk,
    input [7:0] I,
    input [2:0] O1Sel,
    input [2:0] O2Sel,
    input [1:0] FunSel,
    input [3:0] RSel,
    input [3:0] TSel,
    output reg [7:0] O1,
    O2
);
    reg [7:0] R1;
    reg [7:0] R2;
    reg [7:0] R3;
    reg [7:0] R4;
    reg [7:0] T1;
    reg [7:0] T2;
    reg [7:0] T3;
    reg [7:0] T4;
    always @ (posedge clk) begin
        if(FunSel == 2'b00) begin
            if(RSel[0] == 1) 
                 R4 = 8'b00000000;
            if(RSel[1] == 1) 
                 R3 = 8'b00000000;
            if(RSel[2] == 1) 
                 R2 = 8'b00000000;
            if(RSel[3] == 1) 
                 R1 = 8'b00000000;
            if(TSel[0] == 1) 
                 T4 = 8'b00000000;
            if(TSel[1] == 1) 
                 T3 = 8'b00000000;
            if(TSel[2] == 1) 
                 T2 = 8'b00000000;
            if(TSel[3] == 1) 
                 T1 = 8'b00000000;
        end
        else if(FunSel == 2'b01) begin
            if(RSel[0])  R4 = I;
            if(RSel[1])  R3 = I;
            if(RSel[2])  R2 = I;
            if(RSel[3])  R1 = I;
            if(TSel[0])  T4 = I;
            if(TSel[1])  T3 = I;
            if(TSel[2])  T2 = I;
            if(TSel[3])  T1 = I;
        end
        else if(FunSel == 2'b10) begin
            if(RSel[0])  R4 = R4 - 1;
            if(RSel[1])  R3 = R3 - 1;
            if(RSel[2])  R2 = R2 - 1;
            if(RSel[3])  R1 = R1 - 1;
            if(TSel[0])  T4 = T4 - 1;
            if(TSel[1])  T3 = T3 - 1;
            if(TSel[2])  T2 = T2 - 1;
            if(TSel[3])  T1 = T1 - 1;
        end
        else if(FunSel == 2'b11) begin
            if(RSel[0])  R4 = R4 + 1;
            if(RSel[1])  R3 = R3 + 1;
            if(RSel[2])  R2 = R2 + 1;
            if(RSel[3])  R1 = R1 + 1;
            if(TSel[0])  T4 = T4 + 1;
            if(TSel[1])  T3 = T3 + 1;
            if(TSel[2])  T2 = T2 + 1;
            if(TSel[3])  T1 = T1 + 1;
        end
        if( O1Sel == 3'b000)  O1 = T1;
        else if( O1Sel == 3'b001)  O1 = T2;
        else if( O1Sel == 3'b010)  O1 = T3;
        else if( O1Sel == 3'b011)  O1 = T4;
        else if( O1Sel == 3'b100)  O1 = R1;
        else if( O1Sel == 3'b101)  O1 = R2;
        else if( O1Sel == 3'b110)  O1 = R3;
        else if( O1Sel == 3'b111)  O1 = R4;
        if( O2Sel == 3'b000)  O2 = T1;
        else if( O2Sel == 3'b001)  O2 = T2;
        else if( O2Sel == 3'b010)  O2 = T3;
        else if( O2Sel == 3'b011)  O2 = T4;
        else if( O2Sel == 3'b100)  O2 = R1;
        else if( O2Sel == 3'b101)  O2 = R2;
        else if( O2Sel == 3'b110)  O2 = R3;
        else if( O2Sel == 3'b111)  O2 = R4;
    end 
endmodule
--- ./run.sh ---
#!/bin/bash
# OpenROAD 26Q1-2900-gdf79404cd8, Yosys 0.63+post, stock flow scripts
make -C /OpenROAD-flow-scripts/flow DESIGN_CONFIG=/design/flow/config.mk WORK_HOME=/design/flow/orfs finish
--- ./config.mk ---
export PLATFORM = sky130hd
export DESIGN_NAME = part2b
export DESIGN_NICKNAME = part2b
export VERILOG_FILES = /design/flow/design.v
export SDC_FILE = /design/flow/constraint.sdc
export NUM_CORES = 4
export LEC_CHECK = 1
export CORE_UTILIZATION = 50
export SYNTH_HDL_FRONTEND = slang
--- ./constraint.sdc ---
current_design part2b

set clk_period 4.7
set clk_io_pct 0.2

create_clock -name clk0 -period $clk_period [get_ports {clk}]

set non_clock_inputs [all_inputs -no_clocks]
set_input_delay [expr $clk_period * $clk_io_pct] -clock clk0 $non_clock_inputs
set_output_delay [expr $clk_period * $clk_io_pct] -clock clk0 [all_outputs]
==> run summary <==
run results: first-pass iteration count of the detailed router=5, Max Clock Skew=0.005309 ns, WP data required=4.80 ns, total wire length=21.37 mm, Pleak=2.886 nW, RSZ-0062 raised after global routing=no, family with the most delay on the worst path=simple AND/OR/NAND/NOR gates, final worst slack=1.095 ns, CP Class=in -> reg, cells after synthesis=793, cycle use final=0.7670, remaining routing DRC violations=0, library cells used by synthesis=82, die height=116.3 microns, Slew Limit Fails=0, post-synthesis async set-or-reset flop share=0, number of cells in Yosys stat=793, Top cell excl fill/tap=dfxtp_1, row count=41, Initial Utilization=0.5152, post-CTS setup buffers=0, Clk pin slew, worst setup/hold paths=0.06 ns, Vias=6288, clock tree root driver cell=clkbuf_16, first-pass GRT wire length=32.60 mm, drt wl/cell=21.46 microns, TritonCTS Buffers=9, Hold Vio Cnt, Final=0, crit start category=primary input, area delta synth->final=13.00%, CP max FO=14, f_max=277.4 MHz, Fill cells=1178, syn avg cell area=8.231 sq um, maximum capacitance violations=0, YS chip area=0.006528 sq mm, Mapped Area=0.006528 sq mm, Port-buffer cells=40, CTS tree=done, Fin Setup TNS=0 ns, Hold Path Class=reg -> reg, clk ins delay skew pair=0.34 ns, Max-slew headroom=0.4791, power per cell area=341.8 mW/mm^2, diodes inserted=0, cells along the critical path=clkdlybuf4s50_1, or4b_2, nor3_1, a32oi_1, xor2_1, a21oi_1, mux4_2, mux2_2, initial antenna violation count=0, DRT iter0 DRCs=632, chip area=0.01352 sq mm, YS warnings=0, Synth flops=80, Placer Congestion=0.9349, post-CTS sizing=0, final setup vio count=0, drt via density=6.313, Post-synth EDFFs=16, Top Ports=41, main flop type=dfxtp_1, cts hold-fix bufs=0, Arr. time, crit path=3.70 ns, share of cells above drive strength 1=0.09587, setup slack at placement=0.7820 ns, Sink Count=80, H-Tree Depth=3, CORE AREA=0.01267 sq mm, sequential cell area fraction in the yosys report=0.2699, tool warnings=34, VDD IR max=299.2 uV, most frequent cells in the layout=64 x dfxtp_1, 61 x nor2_1, 61 x nand2_1, Final Total Pwr=2.521 mW, largest net degree at the start of global routing=57, critical path's slowest cell=clkdlybuf4s50_1, critical path endpoint category=flip-flop, vias in the first global route=5677, aggregate global routing overflow=0, fin crit period=3.605 ns, hpwl dp=15.48 mm, Critical Path Max Stage Delay=0.78 ns, maximum clock path buffer count=2, GRT Overall Usage=0.3424, Die X-Extent=116.3 microns, status=completed, ANT nets after route=0, worst slew pin tran=0.7814 ns, WP buf/inv=1
## worst paths after layout
| check | start | to | slack (ns) | cells after the start |
|---|---|---|---|---|
| setup / recovery | TSel[3] | O2[6] | 1.10 | 8 |
| hold / removal | R4[1] | R4[1] | 0.58 | 2 |
| setup reg to reg | T1[0] | O1[5] | 1.93 | 7 |
| hold reg to reg | R4[1] | R4[1] | 0.58 | 2 |
## state kept, by name, summed over array words and instances, names as in the netlist
| signal | cells |
|---|---|
| R3 | 8 |
| R4 | 8 |
| T3 | 8 |
| O1 | 8 |
| R1 | 8 |
| O2 | 8 |
| T1 | 8 |
| R2 | 8 |
| T4 | 8 |
| T2 | 8 |
## area by class of cell
cell class,count,area [sq um],area share
timing repair buffer,60,553.0,0.07498
multi-input combinational,614,4354,0.5903
tap,172,215.2,0.02918
clock inverter,5,46.29,0.006277
clock buffer,11,242.7,0.03291
inverter,54,202.7,0.02748
sequential,80,1762,0.2388
## synth_stat cells (17+ instances only)
library cell / instances / area [sq um]
o211ai_1: 17 / 127.6
nand3_1: 30 / 150.1
mux4_2: 21 / 473.0
nor2_1: 61 / 229.0
a21oi_1: 47 / 235.2
clkbuf_1: 31 / 116.4
ha_1: 24 / 300.3
dfxtp_1: 64 / 1281
nor3_1: 21 / 105.1
o21ai_0: 39 / 195.2
mux2i_1: 32 / 320.3
buf_2: 20 / 100.1
inv_1: 49 / 183.9
nand2_1: 61 / 229.0
## cell families (layout without fill, tap and decap cells)
group / after synthesis / in the layout / share of synthesized area
multiplexers: 62 / 62 / 0.1371
other: 1 / 16 / 0.0005745
adder cells (fa/ha/maj): 24 / 24 / 0.04600
XOR/XNOR: 18 / 18 / 0.02415
AND/OR/NAND/NOR: 282 / 282 / 0.2264
AND-OR/OR-AND: 212 / 212 / 0.2243
buffers and inverters: 114 / 130 / 0.07169
flip-flops: 80 / 80 / 0.2699
## tightest hold or removal path: cells and delay by family, from the launching register on
kind                   cells  cell delay, ns
AND-OR/OR-AND              1            0.09
buffers and inverters      1            0.08
flip-flops                 1            0.35
## stage by stage
stage                     instances  area, sq um  hold WS [ns]    util
final                           996         7376        0.5779  0.5821
after global routing            996         7376        0.6315  0.5821
after CTS                       996         7376        0.5824  0.5821
after detailed placement        980         7087        0.5708  0.5593
after global placement          980         7087        0.5622  0.5593
after floorplan                 808         6584        0.5066       -
## routing by layer
metal	track usage	vias to the layer above	share of wire	wire [microns]
met5	0	-	0	0
met4	0.1513	0	0.052	1120
met3	0.1126	59	0.093	1994
met2	0.4974	257	0.43	9148
met1	0.4780	2933	0.43	9108
li1	-	3039	-	-
## report_power, final
| group | internal [mW] | switching (mW) |
|---|---|---|
| Sequential | 0.828 | 0.162 |
| Clock | 0.420 | 0.283 |
| Combinational | 0.376 | 0.452 |
Power and IR drop assume default switching activity.
